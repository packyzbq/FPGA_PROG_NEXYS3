**./design.v**
```verilog
`timescale 1ns / 1ps
module pcm_unlock_prog_rdreg(
	clk,
	rst_n,
	ce,
	oe,
	we,
	memrst,
	addr,
	data,
	sw,
	led
    );
input clk,rst_n,sw;
output ce,oe,we,memrst;
output [24:1] addr;
output [7:0] led;
inout [15:0] data;
reg ce = 'b1;
reg oe = 'b1;
reg we = 'b1;
reg [7:0] state = 'd0;
reg [24:1] addr = 'h100000;
reg [7:0] led = 'h00;
reg [7:0] idle = 'd6;
parameter unlock_1 = 'h60;
parameter unlock_2 = 'hD0;
parameter prog_1 = 'h40;
parameter rdreg_1 = 'h70;
parameter rd_time = 'd10;
parameter wr_time = 'd5;
assign memrst = 'b1;
assign data = (state <'d3 && state >= 'd1)? unlock_1:
					((state <'d6) && (state >= 'd3)) ? unlock_2:
					((state >= 'd6) &&(state < 'd9)) ? rdreg_1:
					((state < 'd12) && (state >= 'd10)) ? 'hzzzz:
					((state >= 'd13) && (state < 'd15)) ? prog_1:
					((state >= 'd16) && (state < 'd18)) ? 'h5552 : 'hzzzz;
always@(posedge clk)
begin
	if(!rst_n)
	begin
		ce <= 'b1;
		oe <= 'b1;
		we <= 'b1;
		state <= 'd0;
		led <= 'h00;
	end
	else
	case(state)
	'd0:
	begin
		led <= 'h00;
		if(sw)
			state <= 'd1;
		else
			state <= 'd0;
	end
	'd1:
	begin
		ce <= 'b0;
		we <= 'b0;
		oe <= 'b1;
		addr <= 'h100000;
		state <= 'd2;
	end
	'd2:
	begin
		ce <= 'b0;
		we <= 'b0;
		oe <= 'b1;
		if(idle == 0)
		begin
			state <= 'd3;
			idle <= wr_time;
		end
		else
		begin
			state <= 'd2;
			idle <= idle -'d1;
		end
	end
	'd3:
	begin
		ce <= 'b1;
		oe <= 'b1;
		we <= 'b1;
		state <= 'd4;
	end
	'd4:
	begin
		ce <= 'b0;
		we <= 'b0;
		oe <= 'b1;
		addr <= 'h100000;
		state <= 'd5;
	end
	'd5:
	begin
		ce <= 'b0;
		we <= 'b0;
		oe <= 'b1;
		if(idle == 0)
		begin
			state <= 'd6;
			idle <= wr_time;
		end
		else
		begin
			state <= 'd5;
			idle <= idle -'d1;
		end
	end
	'd6:
	begin
		ce <= 'b1;
		oe <= 'b1;
		we <= 'b1;
		state <= 'd7;
	end
	'd7:
	begin
		ce <= 'b0;
		oe <= 'b1;
		we <= 'b0;
		addr <= 'h100000;
		state <= 'd8;
	end
	'd8:
	begin
		ce <= 'b0;
		we <= 'b0;
		oe <= 'b1;
		if(idle == 0)
		begin
			state <= 'd9;
			idle <= rd_time;
		end
		else
		begin
			state <= 'd8;
			idle <= idle -'d1;
		end
	end
	'd9:
	begin
		ce <= 'b1;
		oe <= 'b1;
		we <= 'b1;
		state <= 'd10;
	end
	'd10:
	begin
		ce <= 'b0;
		oe <= 'b0;
		we <= 'b1;
		addr <= 'h100000;
		state <= 'd11;
	end
	'd11:
	begin
		ce <= 'b0;
		we <= 'b1;
		oe <= 'b0;
		if(idle == 0)
		begin
			state <= 'd12;
			idle <= wr_time;
			led[7:0] <= data[7:0];
		end
		else
		begin
			state <= 'd11;
			idle <= idle -'d1;
		end
	end
	'd12:
	begin
		ce <= 'b1;
		oe <= 'b1;
		we <= 'b1;
		state <= 'd13;
	end
	'd13:
	begin
		ce <= 'b0;
		we <= 'b0;
		oe <= 'b1;
		addr <= 'h100000;
		state <= 'd14;
	end
	'd14:
	begin
		ce <= 'b0;
		we <= 'b0;
		oe <= 'b1;
		if(idle == 0)
		begin
			state <= 'd15;
			idle <= wr_time;
		end
		else
		begin
			state <= 'd14;
			idle <= idle -'d1;
		end
	end
	'd15:
	begin
		ce <= 'b1;
		oe <= 'b1;
		we <= 'b1;
		state <= 'd16;
	end
	'd16:
	begin
		ce <= 'b0;
		we <= 'b0;
		oe <= 'b1;
		addr <= 'h100000;
		state <= 'd17;
	end
	'd17:
	begin
		ce <= 'b0;
		we <= 'b0;
		oe <= 'b1;
		if(idle == 0)
		begin
			state <= 'd18;
			idle <= wr_time;
		end
		else
		begin
			state <= 'd17;
			idle <= idle -'d1;
		end
	end
	'd18:
	begin
		ce <= 'b1;
		oe <= 'b1;
		we <= 'b1;
		if(!sw)
			state <= 'd0;
		else
			state <= 'd18;
	end
	default:
		state <= state;
	endcase
end
endmodule
```
**./run.sh**
```bash
#!/bin/bash
# OpenROAD 26Q1-2900-gdf79404cd8, Yosys 0.63+post, stock flow scripts
make -C /OpenROAD-flow-scripts/flow DESIGN_CONFIG=/design/flow/config.mk WORK_HOME=/design/flow/orfs finish
```
**./config.mk**
```make
export PLATFORM = sky130hd
export DESIGN_NAME = pcm_unlock_prog_rdreg
export DESIGN_NICKNAME = pcm_unlock_prog_rdreg
export VERILOG_FILES = /design/flow/design.v
export SDC_FILE = /design/flow/constraint.sdc
export NUM_CORES = 4
export LEC_CHECK = 1
export CORE_AREA = 10 10 106 106
export DIE_AREA = 0 0 116 116
```
**./constraint.sdc**
```tcl
current_design pcm_unlock_prog_rdreg

set clk_period 2.9
set clk_io_pct 0.2

create_clock -name clk0 -period $clk_period [get_ports {clk}]

set non_clock_inputs [all_inputs -no_clocks]
set_input_delay [expr $clk_period * $clk_io_pct] -clock clk0 $non_clock_inputs
set_output_delay [expr $clk_period * $clk_io_pct] -clock clk0 [all_outputs]
```
==> impl_metrics.env <==
# yosys + openroad results
export IMPL_top_area_cell="sky130_fd_sc_hd__buf_4"
export IMPL_area_inside_the_core_boundary_um2=8850
export IMPL_final_cell_count_no_fill=329
export IMPL_final_cell_area_um2=1910
export IMPL_clock_latency_ns=0.27
export IMPL_yosys_adder_share_pct=1.35
export IMPL_path_class="reg -> out"
export IMPL_start_kind="register"
export IMPL_post_drt_via_cell_ratio=4.29
export IMPL_final_antenna_net_count=0
export IMPL_worst_r2r_setup_slack_ns=0.78
export IMPL_grt_first_pass_wirelength_um=6590
export IMPL_edf_count=8
export IMPL_run_status="finished clean"
export IMPL_vias=1413
export IMPL_yosys_area_share_aoi_pct=22.0
export IMPL_yosys_area_um2=1850
export IMPL_fin_tns_setup_ns=0
export IMPL_grt_setup_unrepaired="false"
export IMPL_detail_route_drc_violations=0
export IMPL_post_synth_main_area_contributors="sky130_fd_sc_hd__buf_4 (17%), sky130_fd_sc_hd__dfxtp_1 (14%), sky130_fd_sc_hd__edfxtp_1 (13%)"
export IMPL_synth_yosys_warnings=3
export IMPL_min_delay_path_class="reg -> reg"
export IMPL_type_of_element_capturing_the_critical_path="primary output"
export IMPL_routed_wire_length_per_instance_um=12.5
export IMPL_htree_levels=1
export IMPL_buffer_ports_inserted=10
export IMPL_cellLeakagePower_uw=0.000735
export IMPL_place_inst=325
export IMPL_synth_sequential_area_ratio_pct=27.0
export IMPL_postCtsHoldBufs=0
export IMPL_period_used_pct=81.8
export IMPL_fill_cells=979
export IMPL_yosys_area_share_simple_pct=18.9
export IMPL_vias_in_the_first_global_route=1348
export IMPL_drt_first_pass_iters=4
export IMPL_final_hold_viol_count=0
export IMPL_post_synth_inst_count=223
export IMPL_core_occupancy_in_the_finished_layout_pct=21.5
export IMPL_crit_required_ns=2.32
export IMPL_gp_congestion=0.901
export IMPL_mux_share_pct=1.76
export IMPL_logic_area_um2=1050
export IMPL_cpPeakStageDelay_ns=0.75
export IMPL_insertedDiodeCount=0
export IMPL_cts_setup_buffers=0
export IMPL_tritoncts_num_sinks=21
export IMPL_finalMaxSlewViolations=0
export IMPL_cts_resized=0
export IMPL_clockRootBuffer="sky130_fd_sc_hd__clkbuf_8"
export IMPL_yosysCellCount=223
export IMPL_timing_critical_path_arrival_ns=1.79
export IMPL_p_per_area_nw_per_um2=851
export IMPL_dieArea_um2=13500
export IMPL_cp_cell_instances="nor2_1 > a21oi_1 > o21ai_0 > a221o_1"
export IMPL_pin_count_of_the_biggest_net_entering_global_routing=26
export IMPL_cts_buffers_inserted=3
export IMPL_netlist_cell_type_count=61
export IMPL_synth_top_flop_cell="sky130_fd_sc_hd__dfxtp_1"
export IMPL_place_area_um2=1860
export IMPL_tool_warnings=26
export IMPL_top_cells_by_instance_count_after_synthesis="sky130_fd_sc_hd__buf_4 (42), sky130_fd_sc_hd__a21oi_1 (19), sky130_fd_sc_hd__dfxtp_1 (13)"
export IMPL_netlist_logic_family_top="buffers and inverters"
export IMPL_area_delta_synth_final_pct=2.91
export IMPL_number_of_synthesized_register_bits=21
export IMPL_post_synth_top_area_fraction_pct=17.0
export IMPL_setup_violations_final=0
export IMPL_ys_sh_xor_pct=5.20
export IMPL_chipHeight_um=116
export IMPL_io_pins=55
export IMPL_drv_max_cap_violation_count=0
export IMPL_synthArstFlopShare_pct=0
export IMPL_worstMarginPinSlew_ns=0.651
export IMPL_cts_tree="built"
export IMPL_synth_dominant_cell_count="sky130_fd_sc_hd__buf_4"
export IMPL_fmax_mhz=421
export IMPL_timing_slew_headroom_pct=56.6
export IMPL_die_size_x_um=116
export IMPL_regArea_um2=500
export IMPL_initial_antenna_violation_count=0
export IMPL_p_total_uw=1620
export IMPL_layout_drive_gt1_share_pct=9.95
export IMPL_route_final_wire_length_um=4120
export IMPL_fin_skew_ns=0.00967
export IMPL_syn_area_per_cell_um2=8.30
export IMPL_first_iter_violations=167
export IMPL_overflow=0
export IMPL_placementRows=34
export IMPL_clockBufferDepth=2
export IMPL_ir_worst_vdd_mv=0.324
export IMPL_min_period_ns=2.37
export IMPL_floorplanUtilization_pct=20.9
export IMPL_synth_cell_area_um2=1850
export IMPL_clkSlewWorstSetupHoldPaths_ns=0.09
export IMPL_crit_path_top_delay_cell="sky130_fd_sc_hd__dfxtp_1"
export IMPL_grt_resource_usage_total_pct=5.89
export IMPL_dp_hpwl_um=3120
export IMPL_crit_path_max_fo=22
==> worst max-delay path: cells and delay by family (launching register included) <==
kind            cells  cell delay, ns
simple gates        1            0.20
compound gates      3            0.58
flops               1            0.75
==> path summary, 6_finish.rpt <==
kind	to	from	depth (start not counted)
max	data[12]	state[1]	4
min	led[6]	led[6]	2
max reg2reg	idle[5]	state[1]	4
min reg2reg	led[6]	led[6]	2
==> metrics by stage <==
stage | hold WS (ns) | setup slack (ns)
3_5_place_dp | 0.443 | 0.684
3_3_place_gp | 0.437 | 0.703
4_1_cts | 0.464 | 0.522
5_1_grt | 0.479 | 0.336
2_1_floorplan | 0.403 | 0.996
6_report | 0.458 | 0.527
==> flip-flops by register name, indices dropped and copies added, names as in the netlist <==
register / count
idle: 8
led: 5
state: 5
ce: 1
oe: 1
we: 1
==> cells in the final DEF (no fill, tap or decap), types with 2 or more instances in the layout <==
cell,count
sky130_fd_sc_hd__a21o_1,2
sky130_fd_sc_hd__a22oi_1,4
sky130_fd_sc_hd__nor3b_1,3
sky130_fd_sc_hd__nand2b_1,3
sky130_fd_sc_hd__o22ai_1,4
sky130_fd_sc_hd__dfxtp_1,13
sky130_fd_sc_hd__xor2_1,4
sky130_fd_sc_hd__clkbuf_8,3
sky130_fd_sc_hd__and2_1,3
sky130_fd_sc_hd__a31o_2,2
sky130_fd_sc_hd__nor2b_1,2
sky130_fd_sc_hd__mux2_2,2
sky130_fd_sc_hd__xnor2_1,7
sky130_fd_sc_hd__nor3_1,6
sky130_fd_sc_hd__buf_4,5
sky130_fd_sc_hd__edfxtp_1,8
sky130_fd_sc_hd__nor2_1,12
sky130_fd_sc_hd__a21bo_2,2
sky130_fd_sc_hd__ha_1,2
sky130_fd_sc_hd__a21oi_1,19
sky130_fd_sc_hd__nand3_1,3
sky130_fd_sc_hd__inv_1,9
sky130_fd_sc_hd__clkdlybuf4s50_1,10
sky130_fd_sc_hd__a221oi_1,2
sky130_fd_sc_hd__conb_1,36
sky130_fd_sc_hd__a31oi_1,3
sky130_fd_sc_hd__nand2_1,11
sky130_fd_sc_hd__o21ai_0,9
sky130_fd_sc_hd__a211o_1,2
==> power breakdown <==
part	total (uW)	internal (uW)	switching, uW
sequential	505	385	120
clock	201	97.1	104
combinational	915	412	503
==> cell type report <==
cell class | instances | area share, %
multi-input combinational | 171 | 54.9
sequential | 21 | 26.3
timing repair buffer | 15 | 7.22
tap | 108 | 7.09
clock buffer | 3 | 2.17
inverter | 10 | 1.97
clock inverter | 1 | 0.394
==> kinds of logic after synthesis <==
group,count (synthesis)
mux,3
flops,21
fa+ha+maj,2
other cells,2
xor+xnor,11
simple gates,58
compound gates,61
buf+inv,65
==> per-layer routing <==
layer	GRT usage [%]	vias up	part of all wire (%)
li1	-	709	-
met1	8.15	648	45
met2	9.33	50	48
met3	1.10	6	5.3
met4	1.42	0	1.9
met5	0	-	0
Power figures rest on the tool's default switching activity, not on a simulated workload.
