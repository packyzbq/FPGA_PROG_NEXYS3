==> ./design.v <==
`timescale 1ns / 1ps
module UBLOCK_ALL_BLOCK( CLK,
								 RESET,
								 WE,
								 CE,
								 OE,
								 ADDR,
								 LED,
								 SHOW,
								 DATA
    );
	 input CLK;
	 input RESET;
	 output WE;
	 output CE;
	 output OE;
	 output[23:0] ADDR;
	 output LED;
	 inout[15:0] DATA;
	 output[7:0] SHOW;  
	 reg WE = 'b1;							 
	 reg CE = 'b1;							 
	 reg OE = 'b1;							 
	 reg[23:0] ADDR = 'h000000;		 
	 reg LED = 'b1;						 
	 reg[7:0] SHOW = 'h00;				 
	 reg[15:0] CMD_RD = 'h0090;		 
	 reg[15:0] CMD_US = 'h0060;		 
	 reg[15:0] CMD_UL = 'h00d0;		 
	 reg[7:0] ID_LOCK = 'h02;			 
	 reg[7:0] C_STATE = 'd0;			 
	 reg[3:0] BLOCK_16_COUNT = 'd3;	 
	 reg[7:0] BLOCK_64_COUNT = 'd255; 
	 reg[15:0] COUNT = 'd0;						 
	 assign DATA = ((C_STATE > 'd4) && (C_STATE < 'd8)) ? CMD_US : 
						((C_STATE > 'd7) && (C_STATE < 'd11)) ? CMD_UL : 
						((C_STATE > 'd12) && (C_STATE < 'd16)) ? CMD_RD : 'hzz;			 
	 always @(posedge CLK)
	 begin
	 if(RESET)
		begin
		CE <= 'b1;
		WE <= 'b1;
		OE <= 'b1;
		ADDR <= 'h000000;
		SHOW <= 'h00;
		C_STATE <= 'd0;
		end
	 case(C_STATE)
		'd0 : C_STATE <= 'd1;
		'd1 : C_STATE <= 'd2;
		'd2 : C_STATE <= 'd3;
		'd3 : C_STATE <= 'd4;
		'd4 : C_STATE <= 'd5;
		'd5 : 
		begin
		CE <= 'b0;
		WE <= 'b0;
		C_STATE <= 'd6;
		end
		'd6 : C_STATE <= 'd7;
		'd7 : 
		begin
		CE <= 'b1;
		WE <= 'b1;
		C_STATE <= 'd8;
		end
		'd8 :
		begin
		CE <= 'b0;
		WE <= 'b0;
		C_STATE <= 'd9;
		end
		'd9 : C_STATE <= 'd10;
		'd10 : 
		begin
		CE <= 'b1;
		WE <= 'b1;
		C_STATE <= 'd11;
		end
		'd11 : C_STATE <= 'd12;
		'd12 : 
		begin
		if(COUNT < 4)
			begin
			ADDR <= ADDR + 'h004000;
			COUNT <= COUNT+1;
			C_STATE <= 'd4;			 
			end
		else if(COUNT < 259)
			begin
			ADDR <= ADDR + 'h010000;
			COUNT <= COUNT+1;
			C_STATE <= 'd4;			 
			end
		else
			begin
			LED <= 'b0;
			C_STATE <= 'd12;
			end
		end
		'd13 : 
		begin
		CE <= 'b0;
		WE <= 'b0;
		ADDR <= 'h020000;
		C_STATE <= 'd14;
		end
		'd14 : C_STATE <= 'd15;
		'd15 : 
		begin
		CE <= 'b1;
		WE <= 'b1;
		C_STATE <= 'd16;
		end
		'd16 : 
		begin
		CE <= 'b0;
		OE <= 'b0;
		ADDR <= (ADDR + ID_LOCK);
		C_STATE <= 'd17;
		end
		'd17 : C_STATE <= 'd18;
		'd18 : C_STATE <= 'd19;
		'd19 : C_STATE <= 'd20;
		'd20 : 
		begin
		SHOW[7:0] <= DATA[7:0];
		C_STATE <= 'd21;
		end
		'd21 : 
		begin
		CE <= 'b1;
		OE <= 'b1;
		C_STATE <= 'd21;
		end
		default : C_STATE <= 'd0;
	 endcase
	 end
endmodule
==> ./run.sh <==
#!/bin/bash
# OpenROAD 26Q1-2900-gdf79404cd8, Yosys 0.63+post, stock flow scripts
make -C /OpenROAD-flow-scripts/flow DESIGN_CONFIG=/design/flow/config.mk WORK_HOME=/design/flow/orfs finish
==> ./config.mk <==
export PLATFORM = sky130hd
export DESIGN_NAME = UBLOCK_ALL_BLOCK
export DESIGN_NICKNAME = UBLOCK_ALL_BLOCK
export VERILOG_FILES = /design/flow/design.v
export SDC_FILE = /design/flow/constraint.sdc
export NUM_CORES = 4
export LEC_CHECK = 1
export CORE_UTILIZATION = 30
==> ./constraint.sdc <==
current_design UBLOCK_ALL_BLOCK

set clk_period 5.5
set clk_io_pct 0.2

create_clock -name clk0 -period $clk_period [get_ports {CLK}]

set non_clock_inputs [all_inputs -no_clocks]
set_input_delay [expr $clk_period * $clk_io_pct] -clock clk0 $non_clock_inputs
set_output_delay [expr $clk_period * $clk_io_pct] -clock clk0 [all_outputs]
==> results.md <==
| Stage | Item | Value |
|---|---|---|
| status | Outcome | complete, no violations |
| floorplanning | Total die size | 11300 sq um |
| cells and area | Area Overhead vs Synth | 13.5% |
| clock network | Clock Latency Late Sink | 0.30 ns |
| worst hold path | Worst hold path cell count | 1 |
| clock network | Deepest clock path buffer count | 2 |
| placed design | Half-perimeter wire length of the detailed placement result | 4830 um |
| final timing | Skew final | 0.00728 ns |
| global route | Total congestion overflow after global routing | 0 |
| clock network | Clock Tree Root | sky130_fd_sc_hd__clkbuf_8 |
| setup path | Critical R2R Launch | C_STATE[4]$_DFF_P_ |
| final timing | Max Clk Rate | 376 MHz |
| setup path | Crit end category | flip-flop |
| global route | Total routing resource utilization after global routing | 13.3% |
| cells and area | Non-filler cells, final | 528 |
| clock network | Number of post-CTS setup repair buffers | 0 |
| clock network | Clock tree from TritonCTS | built |
| logic synthesis | Count of library flops with an enable pin | 39 |
| final timing | Clock period minus worst slack | 2.66 ns |
| clock network | Number of clock sinks | 52 |
| logic synthesis | Yosys Instances | 367 |
| power | Total power after layout | 0.641 mW |
| final timing | Final worst path period share | 48.4% |
| floorplanning | Die height | 107 um |
| drt | Via count normalized by instance count | 5.15 |
| final timing | Setup TNS | 0 ns |
| logic synthesis | Max-area cell share | 35.7% |
| global route | Global-route wire length before repair | 12000 um |
| setup path | Startpoint types | input pin |
| logic synthesis | Proportion of synthesized chip area in sequential cells | 43.7% |
| worst hold path | Worst Hold End | COUNT[1]$_DFFE_PP_ |
| logic synthesis | Area of the mapped netlist | 3280 sq um |
| drt | Detailed-route wire length | 7010 um |
| power | Reported leakage power | 1.23 nW |
| drt | Diode count | 0 |
| final timing | Final setup fails | 0 |
| logic synthesis | Number of storage elements in the synthesis netlist | 52 |
| setup path | Worst setup path category | in2reg |
| setup path | Required time of the worst setup path | 5.65 ns |
| placed design | Placed instance count | 520 |
| floorplanning | Rows | 37 |
| clock network | Clk pin slew, worst setup/hold paths | 0.09 ns |
| logic synthesis | Count of mapped cells out of synthesis | 367 |
| logic synthesis | Tally of unique sky130hd cells used after synthesis | 56 |
| placed design | Number of I/O port buffers | 33 |
| drt | DR WL/cell | 13.3 um |
| flow run | Number of maximum-capacitance violations | 0 |
| cells and area | Proportion of layout cells with a drive suffix above 1 | 4.85% |
| setup path | Highest cell delay on the worst timing path | 0.53 ns |
| final timing | Actual slew at the worst max-slew pin | 0.707 ns |
| logic synthesis | Yosys-reported design area after synthesis | 3280 sq um |
| drt | Detailed router's first-iteration violation count | 191 |
| floorplanning | Core box area | 10500 sq um |
| flow run | OpenROAD warnings | 31 |
| placed design | Global placement routability congestion | 0.857 |
| logic synthesis | Largest area contributor in the netlist | sky130_fd_sc_hd__edfxtp_1 |
| power | Power density cells | 172 nW/um^2 |
| setup path | Cell with the largest stage delay on the worst path | sky130_fd_sc_hd__clkdlybuf4s50_1 |
| global route | Number of global-route vias before repair | 2461 |
| power | Max VDD drop | 93.6 uV |
| drt | Total vias in the final route | 2720 |
| setup path | Arr. time, crit path | 2.81 ns |
| global route | Pin count of the biggest net entering global routing | 23 |
| drt | Post-route antenna net violation count | 0 |
| global route | Initial antenna violation count | 0 |
| setup path | Capturing point of the worst reg2reg path | ADDR[15]$_DFFE_PP_ |
| final timing | RSZ-0062 raised after global routing | no |
| logic synthesis | Number of warnings printed during yosys synthesis | 2 |
| clock network | Inserted Clock Buffers | 5 |
| final timing | Number of pins with negative max-slew slack in the final report | 0 |
| setup path | R2R cell count | 7 |
| clock network | Post-CTS sizing | 0 |
| setup path | Worst path cell trace | clkdlybuf4s50_1 > nor3_1 > or2_2 > o21ai_0 > o211ai_1 |
| floorplanning | I/O pin total | 54 |
| logic synthesis | Average size of a mapped cell | 8.93 sq um |
| final timing | Worst Hold Margin | 0.577 ns |
| logic synthesis | Primary flip-flop cell chosen by synthesis mapping | sky130_fd_sc_hd__edfxtp_1 |
| logic synthesis | Proportion of register bits with asynchronous set or reset after synthesis | 0% |
| final timing | Final hold violation count | 0 |
| floorplanning | Die Span X | 107 um |
| drt | DR pass1 iterations | 4 |
| clock network | H-tree level count | 2 |
| clock network | Cts hold-fix bufs | 0 |
| setup path | Cell depth of the worst setup path | 5 |
| setup path | Highest net fanout along the worst path | 20 |
| drt | DRC violations left | 0 |
| final timing | Tightest slew margin relative to the limit | 52.8% |
| logic synthesis | Largest cells by area after synthesis | sky130_fd_sc_hd__edfxtp_1, sky130_fd_sc_hd__dfxtp_1, sky130_fd_sc_hd__nand2_1 |
| floorplanning | Starting density of the core | 31.3% |
| worst hold path | Hold path startpoint | COUNT[1]$_DFFE_PP_ |
| worst hold path | Type of the worst min-delay path | reg2reg |
| setup path | Cell class contributing the biggest share of worst-path delay | simple AND/OR/NAND/NOR gates |
| setup path | CP Buf/Inv Count | 1 |
| setup path | Minimum setup slack among reg-to-reg paths | 2.97 ns |
-- cell usage after synthesis (all sizes together), types with 2 or more instances --
master / instances
a21o: 2
nand2b: 3
nor4: 5
a221oi: 2
nor3: 11
ha: 4
and4: 3
a41oi: 2
edfxtp: 39
nor3b: 4
xor2: 5
and3: 10
and2: 4
or2: 6
nand4: 8
nor2b: 4
nand2: 39
xnor2: 11
o211ai: 2
o221ai: 4
dfxtp: 13
nand3: 16
o22ai: 4
a211oi: 4
o31ai: 3
inv: 10
o21a: 2
a21oi: 26
or3: 3
nor2: 29
clkbuf: 14
a31oi: 7
buf: 23
o21ai: 31
-- per-stage QoR --
step           instance area [sq um]  utilization, %  setup slack [ns]
2_1_floorplan                   3350               -              2.98
3_3_place_gp                    3640            34.8              2.51
3_5_place_dp                    3640            34.8              2.51
4_1_cts                         3720            35.6              2.82
5_1_grt                         3720            35.6              2.61
6_report                        3720            35.6              2.84
-- layer usage --
layer | track usage (%) | vias to the layer above | part of all wire [%]
met5 | 0 | - | 0
met1 | 20.5 | 1282 | 48
li1 | - | 1362 | -
met2 | 21.3 | 74 | 47
met4 | 1.37 | 0 | 0.51
met3 | 1.50 | 2 | 4.7
-- logic make-up after synthesis --
family | synth area share [%]
buffers and inverters | 8.13
xor gates and xnor gates | 4.27
other | 0.114
AOI/OAI and AO/OA | 18.6
and+or+nand+nor | 23.4
DFF | 43.7
adders and majority gates | 1.53
muxes | 0.305
-- how the worst max path moves through the flow --
stage / from / to / slack (ns)
final: RESET / ADDR[15]$_DFFE_PP_ / 2.84
after global routing: RESET / ADDR[3]$_DFFE_PP_ / 2.61
after CTS: RESET / ADDR[15]$_DFFE_PP_ / 2.82
-- cell usage in the layout (no fill, tap or decap), types with 4 or more instances in the layout --
master and count:
sky130_fd_sc_hd__a211oi_1 4, sky130_fd_sc_hd__a21oi_1 26, sky130_fd_sc_hd__a31oi_1 7, sky130_fd_sc_hd__and3_1 10
sky130_fd_sc_hd__clkbuf_8 5, sky130_fd_sc_hd__clkdlybuf4s50_1 33, sky130_fd_sc_hd__conb_1 19, sky130_fd_sc_hd__dfxtp_1 13
sky130_fd_sc_hd__edfxtp_1 39, sky130_fd_sc_hd__ha_1 4, sky130_fd_sc_hd__inv_1 10, sky130_fd_sc_hd__nand2_1 39
sky130_fd_sc_hd__nand3_1 16, sky130_fd_sc_hd__nand4_1 8, sky130_fd_sc_hd__nor2_1 29, sky130_fd_sc_hd__nor2b_1 4
sky130_fd_sc_hd__nor3_1 11, sky130_fd_sc_hd__nor3b_1 4, sky130_fd_sc_hd__o21ai_0 26, sky130_fd_sc_hd__o21ai_1 5
sky130_fd_sc_hd__o221ai_1 4, sky130_fd_sc_hd__or2_2 4, sky130_fd_sc_hd__xnor2_1 11, sky130_fd_sc_hd__xor2_1 5
-- flip-flops by register name, indices dropped and copies added (netlist names) --
name,flops
WE,1
SHOW,3
ADDR,24
CE,1
LED,1
OE,1
COUNT,16
C_STATE,5
-- cell type report --
| cell class | instances | area (sq um) |
|---|---|---|
| Timing Repair Buffer | 36 | 353 |
| Multi-Input combinational cell | 286 | 1650 |
| Inverter | 10 | 37.5 |
| Tap cell | 136 | 170 |
| Sequential cell | 52 | 1430 |
| Fill cell | 1065 | 6740 |
| Clock buffer | 7 | 76.3 |
| Clock inverter | 1 | 3.75 |
-- power breakdown --
group	internal, mW	switching [mW]	total (mW)	leakage [nW]
combinational	0.00569	0.00558	0.0113	0.722
sequential	0.418	0.000396	0.418	0.472
clock	0.0890	0.122	0.211	0.0399
Power and IR drop assume default switching activity.
