## ./run.sh

```bash
#!/bin/bash
# OpenROAD 26Q1-2900-gdf79404cd8, Yosys 0.63+post, stock flow scripts
make -C /OpenROAD-flow-scripts/flow DESIGN_CONFIG=/design/flow/config.mk WORK_HOME=/design/flow/orfs finish
```

## ./config.mk

```make
export PLATFORM = sky130hd
export DESIGN_NAME = UNLOCK_RDID_ERASE_RDSTATUSREG
export DESIGN_NICKNAME = UNLOCK_RDID_ERASE_RDSTATUSREG
export VERILOG_FILES = /design/flow/design.v
export SDC_FILE = /design/flow/constraint.sdc
export NUM_CORES = 4
export LEC_CHECK = 1
export CORE_UTILIZATION = 40
```

## ./constraint.sdc

```tcl
current_design UNLOCK_RDID_ERASE_RDSTATUSREG

set clk_period 3.3
set clk_io_pct 0.2

create_clock -name clk0 -period $clk_period [get_ports {CLK}]

set non_clock_inputs [all_inputs -no_clocks]
set_input_delay [expr $clk_period * $clk_io_pct] -clock clk0 $non_clock_inputs
set_output_delay [expr $clk_period * $clk_io_pct] -clock clk0 [all_outputs]
```

## ./design.v

```verilog
`timescale 1ns / 1ps
module UNLOCK_RDID_ERASE_RDSTATUSREG(CLK,
												 RESET,
												 CE,
												 WE,
												 OE,
												 ADDR,
												 SHOW,
												 DATA
    );
	 input CLK;
	 input RESET;
	 output CE;
	 output WE;
	 output OE;
	 output[23:0] ADDR;
	 output[7:0] SHOW;
	 inout[15:0] DATA;
	 reg CE = 'b1;
	 reg WE = 'b1;
	 reg OE = 'b1;
	 reg[23:0] ADDR = 'h3f0000;
	 reg[7:0] SHOW = 'h00;
	 reg[15:0] UNLOCK_CMD1 = 'h0060;
	 reg[15:0] UNLOCK_CMD2 = 'h00d0;
	 reg[15:0] RDID_CMD1 = 'h0090;
	 reg[15:0] RDID_OFF = 'h0002;
	 reg[7:0] C_STATE = 'd0;
	 assign DATA = ((C_STATE > 'd4) && (C_STATE < 'd8)) ? UNLOCK_CMD1 : 
						((C_STATE > 'd7) && (C_STATE < 'd11)) ? UNLOCK_CMD2 :
						((C_STATE > 'd10) && (C_STATE < 'd14)) ? RDID_CMD1 :  'hzzzz;
	 always @(posedge CLK)
	 begin
	 if(RESET)
	 begin
	 CE <= 'b1;
	 WE <= 'b1;
	 OE <= 'b1;
	 ADDR <= 'h3f0000;
	 SHOW <= 'h00;
	 C_STATE <= 'd0;
	 end
	 case(C_STATE)
	 'd0 : C_STATE <= 'd1;
	 'd1 : C_STATE <= 'd2;
	 'd2 : C_STATE <= 'd3;
	 'd3 : C_STATE <= 'd4;
	 'd4 : C_STATE <= 'd5;
	 'd5 : 
		begin
		CE <= 'b0;
		WE <= 'b0;
		ADDR <= 'h3f0000;
		C_STATE <= 'd6;
		end
	 'd6 : C_STATE <= 'd7;
	 'd7 : 
		begin
		CE <= 'b1;
		WE <= 'b1;
		C_STATE <= 'd8;
		end
	 'd8 :
		begin
		CE <= 'b0;
		WE <= 'b0;
		C_STATE <= 'd9;
		end
	 'd9 : C_STATE <= 'd10;
	 'd10 : 
		begin
		CE <= 'b1;
		WE <= 'b1;
		C_STATE <= 'd11;
		end
	 'd11 : 
		begin
		CE <= 'b0;
		WE <= 'b0;
		C_STATE <= 'd12;
		end
	 'd12 : C_STATE <= 'd13;
	 'd13 : 
		begin
		CE <= 'b1;
		WE <= 'b1;
		C_STATE <= 'd14;
		end
	 'd14 : 
		begin
		CE <= 'b0;
		OE <= 'b0;
		ADDR <= ADDR + RDID_OFF;
		C_STATE <= 'd15;
		end
	 'd15 : C_STATE <= 'd16;
	 'd16 : C_STATE <= 'd17;
	 'd17 : C_STATE <= 'd18;
	 'd18 : 
		begin
		SHOW[7:0] <= DATA[7:0];
		C_STATE <= 'd19;
		end
	 'd19 :
		begin
		CE <= 'b1;
		OE <= 'b1;
		C_STATE <= 'd19;
		end
	 default : C_STATE <= 'd0;
	 endcase
	 end
endmodule
```

==> metrics.log <==
[report] implementation figures
INFO  metric cp.arrival = 1.47 ns
INFO  metric largest_stage_delay_worst_path = roughly 0.6 ns
INFO  metric final_hpwl_from_detailed_placement = ~2400 um
INFO  metric number_of_buffers_inserted_by_post_cts_setup_repair = 0
INFO  metric globalRouteOverflowTotal = 0
INFO  metric antenna_left = 0
INFO  metric fin_worst_skew = 0.00458 ns
INFO  metric cts_max_path_buffers = 2
INFO  metric synth.yosys.num_cells = just under 200
INFO  metric synthDominantCellAreaShare = 0.437
INFO  metric die.size.y = 72.6 um
INFO  metric number_of_antenna_violations_at_the_first_check_in_global_routing = 0
INFO  metric power.share.sequential = 0.606
INFO  metric setup_viol_count_final = 0
INFO  metric synth.ff_latch_count = 34
INFO  metric timing.final.crit_share = 0.644
INFO  metric fmax = around 470 MHz
INFO  metric netlist_top_cells_count = edfxtp_1 (29), nor2_1 (25), buf_4 (19)
INFO  metric holdBufCountCts = 0
INFO  metric post-layout-total-power = roughly 0.00076 W
INFO  metric timing.critical_path.to_type = output port
INFO  metric timing.final.hold_violations = 0
INFO  metric wl_per_cell = 12.0 um
INFO  metric timing.critical_path.fanout_max = 14
INFO  metric numClockSinks = 34
INFO  metric power.share.clock = 0.382
INFO  metric route.detailed.drc = 0
INFO  metric synthMostInstantiatedCell = edfxtp_1
INFO  metric final.min_clock_period = between 2 and 2.5 ns
INFO  metric synthesis_warning_total = 2
INFO  metric ys_types = ~43
INFO  metric final.fill_count = around 480
INFO  metric cap_violations = 0
INFO  metric synth.avg_cell_area = between 10 and 15 um^2
INFO  metric p_int = a little over 0.0006 W
INFO  metric numCtsBuffers = 5
INFO  metric timing_max_transition_violations_final = 0
INFO  metric worst-setup-path-type = flip-flop to output port
INFO  metric worst_setup_hold_path_clk_slew = ~0.07 ns
INFO  metric rsz0062_at_grt = no
INFO  metric yosysSeqAreaShare = 0.487
INFO  metric chipArea = ~5300 um^2
INFO  metric swShare = 0.196
INFO  metric reg2reg_setup_slack = 1.22 ns
INFO  metric timing.hold.worst.start = C_STATE[4]$_DFF_P_
INFO  metric post_synthesis_cells = about 200
INFO  metric synthTopCellsByArea = edfxtp_1 (44%), buf_4 (7.2%), dfxtp_1 (5.0%), nor2_1 (4.7%), xor2_1 (4.0%)
INFO  metric required_time_at_the_endpoint_of_the_critical_path = about 2.6 ns
INFO  metric post_synth_instance_area = about 2000 um^2
INFO  metric synth_to_layout_area_growth = 19.6%
INFO  metric warnings = 25
INFO  metric synth_area_leader_cell = edfxtp_1
INFO  metric detail_route.antenna_diodes = 0
INFO  metric cts_tree = built
INFO  metric wire_length_of_the_first_global_routing_pass = ~5800 um
INFO  metric holdPathStages = 1
INFO  metric fin_setup_tns = 0 ns
INFO  metric ctsHtreeMaxLevel = 2
INFO  metric critical_path.cell_chain = nor2_1, or3_1, inv_1
INFO  metric vias = approximately 1400
INFO  metric cp_num_buf_inv = 1
INFO  metric worst_hold_path.endpoint = C_STATE[2]$_DFF_P_
INFO  metric first_global_vias = 1230
INFO  metric vdd_ir_drop_max = roughly 210 uV
INFO  metric post_cts_resized = 0
INFO  metric top_level_ports = 53
INFO  metric postSynth.topFlopCell = edfxtp_1
INFO  metric die-width = 72.6 um
INFO  metric detailedRoute.firstIterationViolations = approximately 56
INFO  metric place.port_buffers = 31
INFO  metric avgViaCountPerCell = around 4.8
INFO  metric worst_path_dominant_cell_family = flip-flops
INFO  metric result_of_the_run = completed
INFO  metric drive_above_1_share = 0.0833
INFO  metric power_density = between 300 and 400 nW/um^2
INFO  metric row_count = 25
INFO  metric r2r_cells = 6
INFO  metric final_core_util = 0.502
INFO  metric post-place-ws = between 1 and 1.5 ns
INFO  metric hold_path_class = flip-flop to flip-flop
INFO  metric gr-usage-all-layers = 0.146
INFO  metric power.net_switching = approximately 0.00015 W
INFO  metric fin_hold_ws = between 0.6 and 0.7 ns
INFO  metric synth_async_sr_flop_share = 0
INFO  metric clk_root_buffer_cell = clkbuf_8
INFO  metric drt_first_pass_iters = 6
INFO  metric floorplanUtilization = 0.419
INFO  metric regToRegStartpoint = C_STATE[4]$_DFF_P_
INFO  metric post-route-worst-setup-slack = roughly 1.2 ns
INFO  metric routability_congestion_estimate_from_global_placement = about 0.79
INFO  metric grt_start_max_net_pins = 24
INFO  metric startpoint_type = flip-flop
INFO  metric clkLatencyLatePin = 0.28 ns
INFO  metric critical_path.reg2reg.endpoint = ADDR[17]$_SDFFCE_PN1P_
INFO  metric crit_path_top_delay_cell = dfxtp_1
INFO  metric leakage = a little over 0.9 nW
INFO  metric pwr-share-comb = 0.013
INFO  metric yosysChipArea = between 1500 and 2000 um^2
INFO  metric core_region_area = between 4000 and 5000 um^2
INFO  metric edf_count = 29
INFO  metric route.final.wire_length = approximately 3500 um
==> power groups by stage <==
stage / logic [W] / clock network (W) / registers [W]
4_1_cts: 0.0000102 / 0.000310 / 0.000463
5_1_grt: 0.0000117 / 0.000327 / 0.000463
6_report: 0.00000970 / 0.000292 / 0.000463
==> flip-flops by register name, indices dropped and copies added (netlist names) <==
name / cells
WE: 1
ADDR: 23
C_STATE: 5
OE: 1
SHOW: 3
CE: 1
==> layer usage <==
metal	global-route usage	wire, um
met4	0.0196	57
met2	0.234	1660
met5	0	0
met1	0.219	1650
met3	0.0336	160
==> worst reg2reg max path: stages, from the launching register on <==
cell and delay, ns:
dfxtp_1 0.45, nor3b_2 0.25, and3_1 0.41, clkinv_1 0.16
buf_4 0.22, a311oi_1 0.27, nor2_1 0.07
==> worst max-delay path by stage <==
| stage | startpoint | to | slack (ns) | cells past startpoint |
|---|---|---|---|---|
| 6_report | C_STATE[0]$_DFF_P_ | DATA[5] | 1.17 | 3 |
| 5_1_grt | C_STATE[0]$_DFF_P_ | ADDR[17]$_SDFFCE_PN1P_ | 1.01 | 6 |
| 4_1_cts | C_STATE[0]$_DFF_P_ | DATA[5] | 1.17 | 3 |
==> logic make-up (layout without fill, tap and decap cells) <==
logic type	after synthesis	after routing	synth area share
other	1	19	0.00188
adder cells (fa/ha/maj)	2	2	0.0113
buffers and inverters	32	47	0.0972
multiplexers	2	2	0.0100
XOR/XNOR	15	15	0.0659
AND-OR/OR-AND	28	28	0.0841
flip-flops	34	34	0.487
AND/OR/NAND/NOR	81	81	0.243
==> layout by cell type (no fill, tap or decap), types with 3 or more instances in the layout <==
cell type	synthesis	layout
nand2b_1	5	5
xnor2_1	6	6
nand3_1	9	9
clkbuf_8	0	5
a21oi_1	12	12
o21ai_0	7	7
xor2_1	9	9
and3_1	6	6
dfxtp_1	5	5
inv_1	5	5
nand2_1	8	8
clkdlybuf4s50_1	0	31
nor2_1	25	25
nand4_1	4	4
nor3_1	4	4
edfxtp_1	29	29
and4_1	3	3
conb_1	1	19
==> area by class of cell <==
| cell class | instances | area, um^2 | area share |
|---|---|---|---|
| multi-input cells | 147 | 901 | 0.378 |
| flip-flops and latches | 34 | 971 | 0.407 |
| clock inverters | 2 | 8.76 | 0.00367 |
| repair buffers | 33 | 325 | 0.136 |
| clock buffers | 6 | 72.6 | 0.0304 |
| inverters | 6 | 22.5 | 0.00944 |
| well taps | 67 | 83.8 | 0.0352 |
==> metrics by stage <==
stage	area [um^2]	instances
CTS	2380	295
detailed placement	2300	287
global placement	2300	287
finish	2380	295
floorplan	2060	213
global route	2380	295
Power figures rest on the tool's default switching activity, not on a simulated workload.
